--- flow/config.mk ---
export PLATFORM = sky130hd
export DESIGN_NAME = uy
export DESIGN_NICKNAME = uy
export VERILOG_FILES = /design/flow/design.v
export SDC_FILE = /design/flow/constraint.sdc
export NUM_CORES = 4
export LEC_CHECK = 1
export CORE_UTILIZATION = 40
--- flow/constraint.sdc ---
current_design uy

set clk_period 9.5
set clk_io_pct 0.2

create_clock -name clk0 -period $clk_period [get_ports {clk}]

set non_clock_inputs [all_inputs -no_clocks]
set_input_delay [expr $clk_period * $clk_io_pct] -clock clk0 $non_clock_inputs
set_output_delay [expr $clk_period * $clk_io_pct] -clock clk0 [all_outputs]
--- flow/design.v ---
module uy(counter1,counter2,counter3,counter4,counter5,counter6,counter7,counter8,control,control2,control3,control4,display,display2,display3,display4,clk,reset,s1,s2,s3,s4,s5,s6,s7,s8,s9);
input clk,reset,s1,s2,s3,s4,s5,s6,s7,s8,s9;
output reg [3:0]control;
output reg [3:0]control2;
output reg [3:0]control3;
output reg [3:0]control4;
output reg [7:0]display;
output reg [7:0]display2;
output reg [7:0]display3;
output reg [7:0]display4;
output reg [3:0]counter1;
output reg [3:0]counter2;
output reg [3:0]counter3;
output reg [3:0]counter4;
output reg [3:0]counter5;
output reg [4:0]counter6;
output reg [4:0]counter7;
output reg [4:0]counter8;
reg clkms,flag1,flag2,clkrms,flag3,flag4;
integer temp1,temp2;
initial
begin
clkms=1'b0;
flag1=1'b0;
flag2=1'b0;
flag3=1'b0;
flag4=1'b0;
temp1=0;
temp2=0;
counter1=4'b0000;
counter2=4'b0000;
counter3=4'b0000;
counter4=4'b0000;
counter5=4'b0000;
counter6=5'b00000;
counter7=5'b00000;
counter8=5'b00000;
end
always@(posedge clk)
begin
temp1=temp1+1;
if(temp1==2000000)
begin
clkms=~clkms;
temp1=0;
end
if(temp2==4000000)
begin
clkrms=~clkrms;
temp2=0;
end
end
always@(posedge clkms)
begin
if(reset==1'b1)
begin
counter1=4'd0;
counter2=4'd0;
counter3=4'd0;
counter4=4'd0;
counter5=5'd0;
counter6=5'd0;
counter7=5'd0;
counter8=5'd0;
end
else if(s1==1'b1)
begin
begin
counter1=counter1+1;
counter2=counter2+1;
counter3=counter3+1;
counter4=counter4+1;
counter5=counter5+1;
counter6=counter6+1;
counter7=counter7+1;
counter8=counter8+1;
end
if(counter1==4'b0001 && s2==1'b1)
begin
flag1=1'b1;
flag2=1'b0;
flag3=1'b0;
flag4=1'b0;
counter2=4'b0000;
counter3=4'b0000;
counter4=4'b0000;
end
else if(counter2==4'b0001 && s3==1'b1)
begin
flag1=1'b0;
flag2=1'b1;
flag3=1'b0;
flag4=1'b0;
counter3=4'b0000;
counter1=4'b0000;
counter4=4'b0000;
end
else if(counter3==4'b0001 && s4==1'b1)
begin
counter1=4'b0000;
counter4=4'b0000;
counter2=4'b0000;
flag1=1'b0;
flag2=1'b0;
flag3=1'b1;
flag4=1'b0;
end
else if(counter4==4'b0001 && s5==1'b1)
begin
counter1=4'b0000;
counter2=4'b0000;
counter3=4'b0000;
flag1=1'b0;
flag2=1'b0;
flag3=1'b0;
flag4=1'b1;
end
else if(counter1 > 4'b0100)
begin
flag1=1'b0;
flag2=1'b0;
flag3=1'b0;
flag4=1'b0;
counter1=4'b0000;
counter2=4'b0000;
counter3=4'b0000;
counter4=4'b0000;
end
else if(s6==1'b1 && counter5 < 4'b1010)
begin
case(counter5)
4'd0: begin
control=4'b0111;
display=8'b11111100;
end
4'd1:begin
control=4'b0111;
display=8'b01100000;
end
4'd2:begin
control=4'b1011;
display=8'b11011010;
end
4'd3:begin
control=4'b1101;
display=8'b11110010;
end
4'd4:begin
control=4'b1110;
display=8'b01100110;
end
4'd5: begin
control=4'b1110;
display=8'b01100110;
end
4'd6:begin
control=4'b1101;
display=8'b11110010;
end
4'd7:begin
control=4'b1011;
display=8'b11011010;
end
4'd8:begin
control=4'b0111;
display=8'b01100000;
end
endcase
end
else if(s7==1'b1 && counter6 < 5'b10010)
begin
case(counter6)
5'd0:begin
control=4'b0111;
display=8'b00000010;
end
5'd1:begin
control=4'b0111;
display=8'b00000010;
end
5'd2:begin
control=4'b1011;
display=8'b00000010;
end
5'd3:begin
control=4'b1101;
display=8'b00000010;
end
5'd4:begin
control=4'b1110;
display=8'b00000010;
end
5'd5:begin
control=4'b1111;
control2=4'b0111;
display2=8'b00000010;
end
5'd6:begin
control=4'b1111;
control2=4'b1011;
display2=8'b00000010;
end
5'd7:begin
control=4'b1111;
control2=4'b1101;
display2=8'b00000010;
end
5'd8:begin
control=4'b1111;
control2=4'b1110;
display2=8'b00000010;
end
5'd9:begin
control=4'b1111;
control2=4'b1111;
control3=4'b0111;
display3=8'b00000010;
end
5'd10:begin
control=4'b1111;
control2=4'b1111;
control3=4'b1011;
display3=8'b00000010;
end
5'd11:begin
control=4'b1111;
control2=4'b1111;
control3=4'b1101;
display3=8'b00000010;
end
5'd12:begin
control=4'b1111;
control2=4'b1111;
control3=4'b1110;
display3=8'b00000010;
end
5'd13:begin
control=4'b1111;
control2=4'b1111;
control3=4'b1111;
control4=4'b0111;
display4=8'b00000010;
end
5'd14:begin
control=4'b1111;
control2=4'b1111;
control3=4'b1111;
control4=4'b1011;
display4=8'b00000010;
end
5'd15:begin
control=4'b1111;
control2=4'b1111;
control3=4'b1111;
control4=4'b1101;
display4=8'b00000010;
end
5'd16:begin
control=4'b1111;
control2=4'b1111;
control3=4'b1111;
control4=4'b1110;
display4=8'b00000010;
end
5'd17:begin
control=4'b1111;
control2=4'b1111;
control3=4'b1111;
control4=4'b1111;
display4=8'b00000010;
counter6=5'd0;
end
endcase
end
else if(s8==1'b1 && counter7 < 5'b10010)
begin
case(counter7)
5'd0:begin
control=4'b0111;
display=8'b11000110;
end
5'd1:begin
control=4'b0111;
display=8'b11000110;
end
5'd2:begin
control=4'b1011;
display=8'b00111010;
end
5'd3:begin
control=4'b1101;
display=8'b11000110;
end
5'd4:begin
control=4'b1110;
display=8'b00111010;
end
5'd5:begin
control=4'b1111;
control2=4'b0111;
display2=8'b11000110;
end
5'd6:begin
control=4'b1111;
control2=4'b1011;
display2=8'b00111010;
end
5'd7:begin
control=4'b1111;
control2=4'b1101;
display2=8'b11000110;
end
5'd8:begin
control=4'b1111;
control2=4'b1110;
display2=8'b00111010;
end
5'd9:begin
control=4'b1111;
control2=4'b1111;
control3=4'b0111;
display3=8'b11000110;
end
5'd10:begin
control=4'b1111;
control2=4'b1111;
control3=4'b1011;
display3=8'b00111010;
end
5'd11:begin
control=4'b1111;
control2=4'b1111;
control3=4'b1101;
display3=8'b11000110;
end
5'd12:begin
control=4'b1111;
control2=4'b1111;
control3=4'b1110;
display3=8'b00111010;
end
5'd13:begin
control=4'b1111;
control2=4'b1111;
control3=4'b1111;
control4=4'b0111;
display4=8'b11000110;
end
5'd14:begin
control=4'b1111;
control2=4'b1111;
control3=4'b1111;
control4=4'b1011;
display4=8'b00111010;
end
5'd15:begin
control=4'b1111;
control2=4'b1111;
control3=4'b1111;
control4=4'b1101;
display4=8'b11000110;
end
5'd16:begin
control=4'b1111;
control2=4'b1111;
control3=4'b1111;
control4=4'b1110;
display4=8'b00111010;
end
5'd17:begin
control=4'b1111;
control2=4'b1111;
control3=4'b1111;
control4=4'b1111;
display4=8'b00000010;
counter6=5'd0;
end
endcase
end
else if(s9==1'b1 && counter8 < 5'b10011)
begin
case(counter7)
5'd0:begin
control=4'b0111;
display=8'b00001000;
end
5'd1:begin
control=4'b0111;
display=8'b00001000;
end
5'd2:begin
control=4'b0111;
display=8'b00000100;
end
5'd3:begin
control=4'b0111;
display=8'b10000000;
end
5'd4:begin
control=4'b0111;
display=8'b01000000;
end
5'd5:begin
control=4'b0111;
display=8'b00100000;
end
5'd6:begin
control=4'b1011;
display=8'b00000100;
end
5'd7:begin
control=4'b1011;
display=8'b10000000;
end
5'd8:begin
control=4'b1011;
display=8'b01000000;
end
5'd9:begin
control=4'b1101;
display=8'b00100000;
end
5'd10:begin
control=4'b1101;
display=8'b00000100;
end
5'd11:begin
control=4'b1101;
display=8'b10000000;
end
5'd12:begin
control=4'b1101;
display=8'b01000000;
end
5'd13:begin
control=4'b1101;
display=8'b00100000;
end
5'd14:begin
control=4'b1110;
display=8'b00100000;
end
5'd15:begin
control=4'b1110;
display=8'b00000100;
end
5'd16:begin
control=4'b1110;
display=8'b10000000;
end
5'd17:begin
control=4'b1110;
display=8'b01000000;
end
5'd18:begin
control=4'b1110;
display=8'b00100000;
counter8=4'd0;
end
endcase
end
if(flag1==1'b1 && s1==1'b1 && flag2==1'b0)
begin
control=4'b0111;
case(counter1)
4'd0:display=8'b11101110;
4'd1:display=8'b11111110;
4'd2:display=8'b10011100;
4'd3:display=8'b10011100;
4'd4:display=8'b11111100;
4'd5:display=8'b10011100;
4'd6:display=8'b10001110;
4'd7:display=8'b01101110;
4'd8:display=8'b01100000;
4'd9:display=8'b11111010;
endcase
end
else if(flag2==1'b1 && s1==1'b1 && flag1==1'b0)
begin
control=4'b1011;
case(counter2)
4'd0:display=8'b11101110;
4'd1:display=8'b11111110;
4'd2:display=8'b10011100;
4'd3:display=8'b10011100;
4'd4:display=8'b11111100;
4'd5:display=8'b10011100;
4'd6:display=8'b10001110;
4'd7:display=8'b01101110;
4'd8:display=8'b01100000;
4'd9:display=8'b11111010;
endcase
end
else if(flag3==1'b1 && s1==1'b1 && flag2==1'b0 )
begin
control=4'b1101;
case(counter3)
4'd0:display=8'b11101110;
4'd1:display=8'b11111110;
4'd2:display=8'b10011100;
4'd3:display=8'b10011100;
4'd4:display=8'b11111100;
4'd5:display=8'b10011100;
4'd6:display=8'b10001110;
4'd7:display=8'b01101110;
4'd8:display=8'b01100000;
4'd9:display=8'b11111010;
endcase
end
else if(flag4==1'b1 && s1==1'b1 && flag3==1'b0 )
begin
control=4'b1110;
case(counter4)
4'd0:display=8'b11101110;
4'd1:display=8'b11111110;
4'd2:display=8'b10011100;
4'd3:display=8'b10011100;
4'd4:display=8'b11111100;
4'd5:display=8'b10011100;
4'd6:display=8'b10001110;
4'd7:display=8'b01101110;
4'd8:display=8'b01100000;
4'd9:display=8'b11111010;
endcase
end
end
end
endmodule
--- flow/run.sh ---
#!/bin/bash
# OpenROAD 26Q1-2900-gdf79404cd8, Yosys 0.63+post, stock flow scripts
make -C /OpenROAD-flow-scripts/flow DESIGN_CONFIG=/design/flow/config.mk WORK_HOME=/design/flow/orfs finish
==> job_summary.md <==
## Implementation flow summary

| Metric | Value |
|---|---|
| Drt initial violations | `709` |
| Yosys chip area | `0.008220 mm^2` |
| Vias in the first global route | `6950` |
| Fp_density | `between 40 and 50%` |
| Routed len/inst | `17.72 um` |
| Total CTS buffers | `5` |
| Total track usage | `22.44%` |
| WL final | `about 23000 um` |
| Worst r2r src | `temp1[0]` |
| Clock root cell | `clkbuf_16` |
| Post-CTS Setup Repair Bufs | `0` |
| Ports | `94` |
| Post-DP HPWL | `17580 um` |
| YS warnings | `1` |
| RSZ-0062 raised after global routing | `false` |
| MUX share of area | `1.385%` |
| CTS Hold Bufs | `0` |
| Hold EP | `temp1[0]` |
| Worst Path Required | `between 9 and 10 ns` |
| Cell variety after synth | `approximately 95` |
| Remaining routing DRC violations | `0` |
| EDFF count, synth | `35` |
| Layout cells sized above 1 | `5.534%` |
| P per Cell Area | `43.25 mW/mm^2` |
| Largest net degree at the start of global routing | `70` |
| TritonCTS clock tree | `done` |
| Logic family by area | `AND-OR/OR-AND gates` |
| Mean Syn Cell Area | `8.075 um^2` |
| Clock skew | `0.004445 ns` |
| Final Max Tran Viols | `0` |
| Yosys adder share | `3.805%` |
| Worst ir drop on vdd | `between 0.1 and 0.15 mV` |
| Register pins left without a clock | `69` |
| Die span in y | `145.4 um` |
| Dominant Register Cell | `dfxtp_1` |
| # setup viols final | `0` |
| Xor/xnor share | `6.697%` |
| DR vias/cell | `5.915` |
| FFs w/ async S/R, synth | `0%` |
| Reg area | `0.002392 mm^2` |
| Reg clk slew, reported paths | `around 0.050 ns` |
| Antenna diode count | `0` |
| Status | `complete, no violations` |
| Max Root-Sink Buffers | `2` |
| Dominant logic cell type in the layout | `nand2_1` |
| First-pass GRT wire length | `37630 um` |
| Area Growth Syn to Fin | `13.09%` |
| Simple-Gate Fraction of Synth Area | `24.60%` |
| Initial antenna violation count | `1` |
| Endpoints left unconstrained | `180` |
| Yosys reg bits | `102` |
| Die area | `0.02113 mm^2` |
| Hold Path Cell Cnt | `1` |
| Critical path type | `reg2reg` |
| DIE WIDTH | `145.4 um` |
| Min Clock Period, post-route | `3.262 ns` |
| Pleak | `between 3 and 4 nW` |
| Final hold vios | `0` |
| Fin Setup TNS | `0 ns` |
| Grt ovf | `0` |
| Critical Path Source Type | `register` |
| First drt pass iteration count | `6` |
| Filler Cell Count | `2011` |
| Htree depth | `2` |
| Yosys cell count | `1018` |
| Hold path start | `temp1[0]` |
| Sequential share of the synthesized area | `between 20% and 30%` |
| GP Congestion | `between 0.9 and 1` |
| Max-cap violations | `0` |
| Worst relative slew slack | `34.42%` |
| Via count | `7796` |
| Cycle use final | `about a third` |
| Most instantiated logic cells after routing | `90 x nand2_1, 87 x clkdlybuf4s50_1, 81 x nor2_1, 67 x dfxtp_1, 57 x a21oi_1` |
| Tool warnings | `41` |
| Gates resized, CTS repair | `0` |
| Hold/Removal Path Class | `reg2reg` |
| Port Buffers | `87` |
| Final core utilization | `46.09%` |
| Cells after synthesis | `1018` |
| Slew @ Worst Pin | `around 0.96 ns` |
| Worst R2R Path Depth | `8` |
| Post-route ant nets | `0` |
| Peak Freq | `306.5 MHz` |
| CP arrival | `3.19 ns` |
| Worst reg2reg path endpoint | `clkms` |
| Cell area after synthesis | `slightly above 0.008 mm^2` |
| Clk latency late pin | `approximately 0.27 ns` |
| Worst Setup End Kind | `register` |
| Compound Share, Synth | `between 20% and 30%` |
| Largest fanout on the critical path | `10` |
| Core ar. | `0.02017 mm^2` |
| Reg-to-reg slack, setup | `6.24 ns` |
| Logic cell area | `0.005271 mm^2` |
| Standard-cell rows | `approximately 52` |
synth_stat cells, types with 10 or more instances:
master | count | area share [%]
nor4_1 | 13 | 0.99
a31oi_1 | 25 | 1.9
xnor2_1 | 35 | 3.7
buf_2 | 23 | 1.4
buf_4 | 21 | 1.9
or3_1 | 10 | 0.76
nand2_1 | 90 | 4.1
o31ai_1 | 18 | 1.6
xor2_1 | 26 | 2.8
and3_1 | 20 | 1.5
a211oi_1 | 13 | 1.2
a22oi_1 | 10 | 0.91
nor2_1 | 81 | 3.7
o211ai_1 | 11 | 1.0
nor3_1 | 23 | 1.4
nand2b_1 | 18 | 1.4
edfxtp_1 | 35 | 13
dfxtp_1 | 67 | 16
nand4_1 | 18 | 1.4
clkbuf_1 | 30 | 1.4
o21ai_0 | 52 | 3.2
ha_1 | 25 | 3.8
nand3_1 | 41 | 2.5
a21oi_1 | 57 | 3.5
inv_1 | 39 | 1.8
and2_1 | 14 | 1.1
per-layer routing:
metal / track usage (%) / part of all wire [%] / up-vias
li1: - / - / 3858
met1: 36.16 / 48 / 3613
met2: 33.92 / 44 / 298
met3: 2.656 / 6.6 / 27
met4: 2.789 / 1.3 / 0
met5: 0 / 0 / -
final cells by class:
type | count | area share, %
Inverter | 39 | 1.575
Multi-Input combinational cell | 798 | 56.70
Timing Repair Buffer | 101 | 10.50
Sequential cell | 102 | 25.73
Tap cell | 270 | 3.634
Clock buffer | 7 | 1.534
Clock inverter | 1 | 0.3230
power by group:
part           switching, mW  internal (mW)  leakage (nW)
Clock                 0.0547          0.131        0.0841
Sequential                 0          0.142         0.875
Combinational         0.0491         0.0250          2.27
Total                  0.104          0.298          3.23
stage by stage:
stage | hold slack, ns | power [mW] | cell area (um^2) | worst slack [ns] | cells
6_report | 0.4614 | 0.4021 | 9296 | 6.238 | 1318
5_1_grt | 0.4813 | 0.4193 | 9296 | 5.974 | 1318
4_1_cts | 0.4655 | 0.4058 | 9296 | 6.190 | 1318
3_5_place_dp | 0.4568 | 0.2183 | 9124 | 6.206 | 1310
3_3_place_gp | 0.4387 | 0.2185 | 9124 | 6.212 | 1310
2_1_floorplan | 0.4299 | 0.1965 | 8235 | 6.732 | 1022
registers in the layout, indices dropped and copies added, names as in the netlist, 2 cells and up:
name      flops
counter4      4
control4      4
display       8
control       4
control2      4
counter1      4
temp1        32
display4      2
counter6      5
display3      2
display2      2
counter5      4
counter2      4
counter3      4
control3      4
counter8      5
counter7      5
worst max-delay path, stage by stage, from the launching register on:
cell and delay (ns):
dfxtp_1 0.37, ha_1 0.31, and4_1 0.39, nand4_1 0.29, nor2_1 0.24, mux2_2 0.36, or3_1 0.31, nor4_1 0.20
and3_1 0.45
cells by family after synthesis:
logic type / count (synthesis)
compound gates: 308
simple gates: 386
flops: 102
buf+inv: 122
mux: 11
fa+ha+maj: 25
other cells: 2
xor+xnor: 62
worst max path at each step:
| stage | start | to | slack (ns) | depth (start not counted) |
|---|---|---|---|---|
| finish | temp1[0] | clkms | 6.24 | 8 |
| CTS | temp1[0] | clkms | 6.19 | 8 |
| global route | temp1[0] | clkms | 5.97 | 8 |
Power figures rest on the tool's default switching activity, not on a simulated workload.
